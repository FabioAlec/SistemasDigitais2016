==> flow/design.v <==
module teste_led(input CLOCK_50, 
				output [3:0] LEDG
);
	reg [25:0]counter;
	reg pisca0 = 1;
assign LEDG[0] = pisca0;
assign LEDG[1] = pisca0;
assign LEDG[2] = pisca0;
	always @(posedge CLOCK_50) begin
		if (counter == 50000000)begin
			pisca0 <= ~pisca0; 
			counter <=0;  
		end
		else begin
			counter <= counter +1; 
		end
	end	
endmodule
==> flow/run.sh <==
#!/bin/bash
# OpenROAD 26Q1-2900-gdf79404cd8, Yosys 0.63+post, stock flow scripts
make -C /OpenROAD-flow-scripts/flow DESIGN_CONFIG=/design/flow/config.mk WORK_HOME=/design/flow/orfs finish
==> flow/config.mk <==
export PLATFORM = sky130hd
export DESIGN_NAME = teste_led
export DESIGN_NICKNAME = teste_led
export VERILOG_FILES = /design/flow/design.v
export SDC_FILE = /design/flow/constraint.sdc
export NUM_CORES = 4
export LEC_CHECK = 1
export CORE_AREA = 10 10 89 89
export DIE_AREA = 0 0 99 99
==> flow/constraint.sdc <==
current_design teste_led

set clk_period 5.4
set clk_io_pct 0.2

create_clock -name clk0 -period $clk_period [get_ports {CLOCK_50}]

set non_clock_inputs [all_inputs -no_clocks]
set_input_delay [expr $clk_period * $clk_io_pct] -clock clk0 $non_clock_inputs
set_output_delay [expr $clk_period * $clk_io_pct] -clock clk0 [all_outputs]
==> out/results.tsv <==
stage	metric	value	unit
status	status	complete, no violations	
setup_path	worstSetupPathType	flip-flop to output pin	
setup_path	max_stage_delay	480	ps
synthesis	muxShareOfSynthArea	1.626	%
clock_tree	postCtsSetupBuffers	0	
cells_and_area	nFillCells	627	
clock_tree	cts-hold-fix-buffers	0	
synthesis	synthAoiAreaFrac	2.541	%
floorplan	die-height	99	um
placed_design	pre_cts_ws	3314	ps
timing	relSlewSlack	53.58	%
cells_and_area	syn2layout_area_growth	11.48	%
clock_tree	clock_sinks	27	
route	vias	795	
floorplan	core_area	0.005991	sq mm
route	diodes	0	
grt	grt_pass1_vias	739	
synthesis	mappedNetlistArea	0.001231	sq mm
setup_path	crit_required	4320	ps
synthesis	yosysCellCount	125	
floorplan	initCoreUtil	20.55	%
setup_path	cp_top_family	buffers and inverters	
route	ant_nets	0	
synthesis	yosys_warnings	2	
route	avgRoutedWirePerCell	9.276	um
synthesis	ys_top_logic_family	simple AND/OR/NAND/NOR gates	
placed_design	place_hpwl	1375	um
clock_tree	clkLatencyLatePin	260	ps
setup_path	setup.worst_path.end_class	output pin	
floorplan	num_rows	28	
setup_path	crit_fanout	4	
job	cap_violations	0	
timing	tightest_slew	694.5	ps
clock_tree	cts.path.max_buffers	2	
synthesis	synth_flops	27	
route	dr.first_iter.drc_count	32	
timing	setup_viol	0	
timing	fin_crit	2216	ps
placed_design	io_buffers	3	
synthesis	simple_gate_area_share	31.00	%
floorplan	die_w	99	um
setup_path	critPathSlowestCell	clkdlybuf4s50_1	
floorplan	chipArea	0.009801	sq mm
min_path	hold_path_depth	1	
setup_path	cp_num_buf_inv	1	
clock_tree	numCtsBuffers	3	
clock_tree	root_buffer	clkbuf_8	
route	drc	0	
timing	skew	1.887	ps
placed_design	globalplace.congestion	0.8179	
cells_and_area	layout-drive-gt1-share	10.94	%
synthesis	ys_area	0.001231	sq mm
grt	grt_antenna_before_repair	0	
timing	finalHoldViolCount	0	
floorplan	pin_count	5	
route	viasPerCell	3.916	
synthesis	avgSynthCellArea	9.849	sq um
timing	rsz0062_at_grt	no	
synthesis	ys_sh_xor	12.80	%
synthesis	adder_share	2.033	%
grt	gr-total-overflow	0	
setup_path	worstPathArrival	1140	ps
timing	fmax	451.3	MHz
setup_path	startpoint_type	flip-flop	
clock_tree	clk_pin_slew	90	ps
synthesis	synth.distinct_cells	35	
timing	setup_ws	3184	ps
clock_tree	cts_resized	0	
grt	grt_start_max_net_pins	15	
timing	drv_slew	0	
grt	track_usage	4.011	%
route	first_pass_iters	4	
min_path	min_path_type	flip-flop to flip-flop	
job	warnings	26	
clock_tree	cts_tree	built	
pwr	p_leak	0.4837	nW
clock_tree	htree_levels	1	
setup_path	path_cells	clkdlybuf4s50_1	
route	wl	1883	um
setup_path	cp_num_cells	1	
setup_path	r2r_cells	6	
pwr	ir_drop	132.4	uV
timing	finalCritPeriodShare	41.03	%
pwr	power.density	226.0	mW/mm^2
grt	grt_pass1_wl	3415	um
synthesis	netlist_instances	125	
timing	tns	0	ps
synthesis	synth_seq_share	44.72	%
[power breakdown]
part | total (mW) | switching (mW) | internal, mW
Sequential | 0.200 | 0 | 0.200
Combinational | 0.0000342 | 0.0000340 | 0
Clock | 0.110 | 0.0575 | 0.0527
[synthesized netlist by cell type]
cell type  count  area [sq um]
a21oi_2        1         8.760
mux2i_1        2         20.02
xnor2_1       12         105.1
buf_4          4         30.03
inv_1          7         26.28
o31ai_1        1         7.510
or2_2          1         6.260
nand2b_1       2         12.51
nor3_4         1         16.27
nor3_1         1         5.000
edfxtp_1       1         30.03
and3_1         4         25.02
nand3_1        6         30.03
nand3b_1       3         22.52
nor3b_1        1         7.510
xor2_1         6         52.55
and4_1         1         8.760
nor4_4         1         21.27
nor2b_1        1         6.260
conb_1         1         3.750
ha_1           2         25.02
nand4_1        4         25.02
nor4_1         1         6.260
nand4_2        2         25.02
or4_4          1         11.26
or3_1          1         6.260
buf_2          1         5.000
dfxtp_1       26         520.5
nor4b_2        1         15.01
nand2_1        8         30.03
nor2_1        14         52.55
o21ai_0        3         15.01
nand3_2        1         10.01
nor4b_1        2         17.52
nand4_4        1         21.27
[stage by stage]
stage	total power, mW	instances	hold slack (ps)	cell area [sq um]	util, %
after floorplan	0.2051	125	438.0	1231	-
after global placement	0.2047	199	455.4	1328	22.16
after detailed placement	0.2047	199	459.5	1328	22.16
after CTS	0.3163	203	472.2	1373	22.91
after global routing	0.3231	203	514.1	1373	22.91
final	0.3102	203	463.3	1373	22.91
[kinds of logic (layout without fill, tap and decap cells)]
kind of cell | count (synthesis) | after routing
simple gates | 58 | 58
fa+ha+maj | 2 | 2
flops | 27 | 27
mux | 2 | 2
other cells | 1 | 1
compound gates | 5 | 5
buf+inv | 12 | 15
xor+xnor | 18 | 18
[registers in the layout (all words and copies together) (netlist names)]
name     cells
counter     26
pisca0       1
[routing by layer]
metal | wire (um) | global-route usage, %
met5 | 0 | 0
met4 | 0 | 0.1103
met3 | 98 | 1.621
met2 | 745 | 5.561
met1 | 1039 | 5.983
[area by class of cell]
class / instances / area, sq um / area share [%]
sequential: 27 / 550.5 / 40.11
clock buffer: 4 / 45.04 / 3.282
tap: 75 / 93.84 / 6.837
multi-input combinational: 86 / 619.3 / 45.12
timing repair buffer: 4 / 37.54 / 2.735
inverter: 7 / 26.28 / 1.914
[cells in the final DEF, fill, tap and decap left out, drive strengths merged, types with 2 or more instances in the layout]
cell type / synthesis / final
clkdlybuf4s50: 0 / 3
ha: 2 / 2
nor4b: 3 / 3
nor3: 2 / 2
nor2: 14 / 14
nand3: 7 / 7
nand4: 7 / 7
mux2i: 2 / 2
inv: 7 / 7
nand3b: 3 / 3
nand2: 8 / 8
xor2: 6 / 6
xnor2: 12 / 12
nand2b: 2 / 2
and3: 4 / 4
o21ai: 3 / 3
clkbuf: 0 / 4
dfxtp: 26 / 26
nor4: 2 / 2
[path summary, 6_finish.rpt]
| path | from | end | slack (ps) |
|---|---|---|---|
| max | pisca0 | LEDG[2] | 3180 |
| min | counter[23] | counter[23] | 460 |
| max reg2reg | counter[19] | counter[22] | 3300 |
| min reg2reg | counter[23] | counter[23] | 460 |
[worst reg2reg max path: cells and delay by family, from the launching register on]
family          cells  cell delay, ps
compound gates      1              70
buf+inv             1             290
flops               1             370
simple gates        4            1270
Power is estimated from default activity; no workload was simulated.
